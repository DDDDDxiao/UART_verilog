==> /design/flow/design.v <==
module UART_TX 
#(
    parameter DATA_WIDTH = 8,     
    parameter CLK_FREQ = 50,      
    parameter BPS = 9600,         
    parameter PARITY_ON = 0,      
    parameter PARITY_TYPE = 0     
)
(
    input   clk_sys,
    input   rst_n,
    input   tx_valid,            
    input   [DATA_WIDTH-1 : 0] tx_data,
    output  reg uart_tx,         
    output  reg tx_done          
);
    reg [3:0] curr_state;
    reg [3:0] next_state;
    localparam STATE_IDLE   = 4'b0000;
    localparam STATE_START  = 4'b0001;
    localparam STATE_DATA   = 4'b0011;
    localparam STATE_PARITY = 4'b0111;   
    localparam STATE_STOP   = 4'b1111;
    localparam BIT_CYCLE = CLK_FREQ * 1000000 / BPS;     
    reg baud_clk_cnt_valid;      
    reg [15:0] baud_clk_cnt;     
    reg baud_center_pulse;       
    reg [3:0] transmit_bits_cnt;  
    reg [DATA_WIDTH-1 : 0] inter_data_transmit;     
    reg number_of_ones;          
    always @(posedge clk_sys or negedge rst_n) begin
        if(!rst_n)
            baud_clk_cnt <= 16'd0;
        else if(baud_clk_cnt_valid == 1'b0)
            baud_clk_cnt <= 16'd0;
        else if(baud_clk_cnt == BIT_CYCLE - 1)
            baud_clk_cnt <= 16'd0;
        else
            baud_clk_cnt <= baud_clk_cnt + 1'b1;
    end
    always @(posedge clk_sys or negedge rst_n) begin
        if(!rst_n)
            baud_center_pulse <= 1'b0;
        else if(baud_clk_cnt == BIT_CYCLE/2 - 1)
            baud_center_pulse <= 1'b1;   
        else
            baud_center_pulse <= 1'b0;
    end
    always @(posedge clk_sys or negedge rst_n) begin
        if(!rst_n)
            curr_state <= STATE_IDLE;
        else
            curr_state <= next_state;
    end
    always @(*) begin
        case (curr_state)
            STATE_IDLE:   begin
                if(baud_clk_cnt_valid == 1'b1 && (baud_clk_cnt == BIT_CYCLE - 1))
                    next_state <= STATE_START;
                else
                    next_state <= STATE_IDLE;
            end
            STATE_START:  begin
                if(baud_clk_cnt_valid == 1'b1 && (baud_clk_cnt == BIT_CYCLE - 1))
                    next_state <= STATE_DATA;
                else
                    next_state <= STATE_START;
            end
            STATE_DATA:   begin
                if(transmit_bits_cnt == DATA_WIDTH && (baud_clk_cnt == BIT_CYCLE - 1))
                begin
                    if(PARITY_ON == 1'b1)
                        next_state <= STATE_PARITY;
                    else
                        next_state <= STATE_STOP;
                end
                else
                    next_state <= STATE_DATA;
            end
            STATE_PARITY: begin
                if(baud_clk_cnt == BIT_CYCLE - 1)
                    next_state <= STATE_STOP;
                else
                    next_state <= STATE_PARITY;
            end
            STATE_STOP:   begin
                if(baud_clk_cnt == BIT_CYCLE - 1)
                    next_state <= STATE_IDLE;
                else
                    next_state <= STATE_STOP;
            end
            default: ;
        endcase
    end
    always @(posedge clk_sys or negedge rst_n) begin
        if(!rst_n)begin
            baud_clk_cnt_valid <= 1'b0;
            transmit_bits_cnt  <= 4'd0;
            inter_data_transmit<=  'd0;
            uart_tx <= 1'b1;         
            tx_done <= 1'b0;
        end
        else
            case (curr_state)
                STATE_IDLE:   begin
                    transmit_bits_cnt  <= 4'd0;
                    inter_data_transmit<=  'd0;
                    number_of_ones     <= 1'b0;          
                    uart_tx <= 1'b1;                     
                    tx_done <= 1'b0;
                    if(tx_valid == 1'b1) begin
                        baud_clk_cnt_valid <= 1'b1;      
                    end
                    else
                        baud_clk_cnt_valid <= 1'b0;
                end
                STATE_START:  begin
                    transmit_bits_cnt  <= 4'd0;
                    if(baud_center_pulse == 1'b1)begin
                        inter_data_transmit <= tx_data;   
                        uart_tx <= 1'b0;                  
                        tx_done <= 1'b0;
                    end
                end
                STATE_DATA:   begin
                    if(baud_center_pulse == 1'b1) begin
                        transmit_bits_cnt   <= transmit_bits_cnt + 1'b1;   
                        inter_data_transmit <= {1'b0, inter_data_transmit[DATA_WIDTH-1 : 1]};    
                        uart_tx             <= inter_data_transmit[0];
                        number_of_ones      <= number_of_ones + inter_data_transmit[0];
                    end
                    if(transmit_bits_cnt == DATA_WIDTH)
                            tx_done <= 1'b1;
                    else
                        tx_done <= 1'b0;
                end
                STATE_PARITY: begin
                    if(baud_center_pulse == 1'b1) begin
                        if(PARITY_TYPE == 1'b0)          
                            uart_tx <= number_of_ones;
                        else                             
                            uart_tx <= number_of_ones + 1'b1;
                    end
                end
                STATE_STOP:   begin
                    if(baud_center_pulse == 1'b1) begin
                        uart_tx <= 1'b1;                 
                    end
                end
                default: ;
            endcase
    end
endmodule
module UART_RX 
#(
    parameter DATA_WIDTH = 8,     
    parameter CLK_FREQ = 50,      
    parameter BPS = 9600,         
    parameter PARITY_ON = 0,      
    parameter PARITY_TYPE = 0     
)
(
    input   clk_sys,
    input   rst_n,
    input   uart_rx,
    output  reg [DATA_WIDTH-1 : 0] o_rx_data,
    output  reg parity_check,     
    output  reg rx_done
);
    reg sync_uart_rx;
    always @(posedge clk_sys or negedge rst_n) begin
        if (!rst_n)
            sync_uart_rx <= 1'b1;    
        else
            sync_uart_rx <= uart_rx;
    end
    reg [3:0] curr_state;
    reg [3:0] next_state;
    localparam STATE_IDLE   = 4'b0000;
    localparam STATE_START  = 4'b0001;
    localparam STATE_DATA   = 4'b0011;
    localparam STATE_PARITY = 4'b0111;   
    localparam STATE_STOP   = 4'b1111;
    localparam BIT_CYCLE = CLK_FREQ * 1000000 / BPS;     
    reg [7:0] receive_start;
    always @(posedge clk_sys or negedge rst_n) begin
        if(!rst_n)
            receive_start <= 8'b1111_1111;
        else
            receive_start <= {receive_start[6:0], sync_uart_rx};
    end
    reg baud_clk_cnt_valid;      
    reg [15:0] baud_clk_cnt;     
    reg baud_center_pulse;       
    reg [3:0] receive_bits_cnt;  
    reg [DATA_WIDTH-1 : 0] inter_data_receive;     
    reg number_of_ones;          
    always @(posedge clk_sys or negedge rst_n) begin
        if(!rst_n)
            baud_clk_cnt <= 16'd0;
        else if(baud_clk_cnt_valid == 1'b0)
            baud_clk_cnt <= 16'd0;
        else if(baud_clk_cnt == BIT_CYCLE - 1)
            baud_clk_cnt <= 16'd0;
        else
            baud_clk_cnt <= baud_clk_cnt + 1'b1;
    end
    always @(posedge clk_sys or negedge rst_n) begin
        if(!rst_n)
            baud_center_pulse <= 1'b0;
        else if(baud_clk_cnt == BIT_CYCLE/2 - 1)
            baud_center_pulse <= 1'b1;   
        else
            baud_center_pulse <= 1'b0;
    end
    always @(posedge clk_sys or negedge rst_n) begin
        if(!rst_n)
            curr_state <= STATE_IDLE;
        else
            curr_state <= next_state;
    end
    always @(*) begin
        case(curr_state)
            STATE_IDLE:  begin
                if(baud_clk_cnt_valid == 1'b1 && receive_bits_cnt == 4'd0)
                    next_state <= STATE_START;
                else
                    next_state <= STATE_IDLE;
            end
            STATE_START: begin
                if(baud_clk_cnt_valid == 1'b1 && (baud_clk_cnt == BIT_CYCLE - 1))
                    next_state <= STATE_DATA;
                else if(baud_clk_cnt_valid == 1'b0)
                    next_state <= STATE_IDLE;        
                else
                    next_state <= STATE_START;
            end
            STATE_DATA:  begin
                if(receive_bits_cnt == DATA_WIDTH && (baud_clk_cnt == BIT_CYCLE - 1))
                begin
                    if(PARITY_ON == 1'b1)    
                        next_state <= STATE_PARITY;
                    else
                        next_state <= STATE_STOP;
                end 
                else
                    next_state <= STATE_DATA;
            end
            STATE_PARITY:begin
                if(baud_clk_cnt == BIT_CYCLE - 1)
                    next_state <= STATE_STOP;
                else
                    next_state <= STATE_PARITY;
            end
            STATE_STOP:  begin
                if(baud_clk_cnt == BIT_CYCLE - 1)
                    next_state <= STATE_IDLE;
                else
                    next_state <= STATE_STOP;
            end
            default ;
        endcase
    end
    always @(posedge clk_sys or negedge rst_n) begin
        if(!rst_n)begin
            baud_clk_cnt_valid  <= 1'b0;
            receive_bits_cnt    <= 4'd0;     
            inter_data_receive  <=  'd0;     
            number_of_ones      <= 1'b0;
            parity_check        <= 1'b0;     
            o_rx_data           <=  'd0;     
            rx_done             <= 1'b0;
        end
        else
            case (curr_state)
                STATE_IDLE:  begin
                    if(receive_start == 8'b0000_0000)    
                        baud_clk_cnt_valid <= 1'b1;      
                    else
                        baud_clk_cnt_valid <= 1'b0;
                    receive_bits_cnt    <= 4'd0;
                    inter_data_receive  <=  'd0;
                    number_of_ones      <= 1'b0;
                    o_rx_data           <=  'd0;
                    parity_check        <= 1'b0;
                    rx_done             <= 1'b0;
                end
                STATE_START: begin
                    if(baud_center_pulse == 1'b1 && sync_uart_rx != 1'b0 )
                        baud_clk_cnt_valid <= 1'b0;      
                end
                STATE_DATA:  begin
                    if(baud_center_pulse == 1'b1) begin
                        receive_bits_cnt    <= receive_bits_cnt + 1'b1;     
                        inter_data_receive  <= {sync_uart_rx, inter_data_receive[DATA_WIDTH-1 : 1]};
                        number_of_ones      <= number_of_ones + sync_uart_rx;
                    end
                end
                STATE_PARITY:begin
                    if(baud_center_pulse) begin
                        if(number_of_ones + sync_uart_rx == PARITY_TYPE)
                            parity_check <= 1'b1;
                        else
                            parity_check <= 1'b0;
                    end
                    else                                 
                        parity_check <= parity_check;    
                end
                STATE_STOP:  begin
                    if(baud_center_pulse) begin
                        if(PARITY_ON == 0) begin             
                            o_rx_data <= inter_data_receive;
                            rx_done   <= 1'b1;
                        end
                        else if(parity_check == 1'b1) begin  
                            o_rx_data <= inter_data_receive;
                            rx_done   <= 1'b1;
                        end
                        else begin                           
                            o_rx_data <=  'dx;
                            rx_done   <= 1'b0;
                        end
                    end
                    else
                        o_rx_data <= o_rx_data;              
                end
                default: ;
            endcase
    end
endmodule
module UART_top
#(
    parameter DATA_WIDTH = 8,     
    parameter CLK_FREQ = 50,      
    parameter BPS = 9600,         
    parameter PARITY_ON = 0,      
    parameter PARITY_TYPE = 0     
)
(
    input clk_sys,
    input rst_n,
    input in_valid,
    input [DATA_WIDTH-1 : 0] in_data,
    output tx_done,
    output rx_done,
    output parity_check,
    output [DATA_WIDTH-1 : 0] out_data
);
wire uart_tx_rx;
UART_TX #(.DATA_WIDTH(DATA_WIDTH), .CLK_FREQ(CLK_FREQ), .BPS(BPS), .PARITY_ON(PARITY_ON), .PARITY_TYPE(PARITY_TYPE))
tx(.clk_sys(clk_sys), .rst_n(rst_n), .tx_valid(in_valid), .tx_data(in_data), .tx_done(tx_done), .uart_tx(uart_tx_rx));
UART_RX #(.DATA_WIDTH(DATA_WIDTH), .CLK_FREQ(CLK_FREQ), .BPS(BPS), .PARITY_ON(PARITY_ON), .PARITY_TYPE(PARITY_TYPE))
rx(.clk_sys(clk_sys), .rst_n(rst_n), .uart_rx(uart_tx_rx), .o_rx_data(out_data), .parity_check(parity_check), .rx_done(rx_done));
endmodule
==> /design/flow/run.sh <==
#!/bin/bash
# OpenROAD 26Q1-2900-gdf79404cd8, Yosys 0.63+post, stock flow scripts
make -C /OpenROAD-flow-scripts/flow DESIGN_CONFIG=/design/flow/config.mk WORK_HOME=/design/flow/orfs finish
==> /design/flow/config.mk <==
export PLATFORM = sky130hd
export DESIGN_NAME = UART_top
export DESIGN_NICKNAME = UART_top
export VERILOG_FILES = /design/flow/design.v
export SDC_FILE = /design/flow/constraint.sdc
export NUM_CORES = 4
export LEC_CHECK = 1
export CORE_UTILIZATION = 30
==> /design/flow/constraint.sdc <==
current_design UART_top

set clk_period 3.2
set clk_io_pct 0.2

create_clock -name clk0 -period $clk_period [get_ports {clk_sys}]

set non_clock_inputs [all_inputs -no_clocks]
set_input_delay [expr $clk_period * $clk_io_pct] -clock clk0 $non_clock_inputs
set_output_delay [expr $clk_period * $clk_io_pct] -clock clk0 [all_outputs]
==> flow_metrics.py <==
# Auto-generated metrics
metrics = {
    "floorplan": {
        "fp_util_pct": 31.0,
        "io_pins": 22,
        "core_um2": 14000,
        "die_area_um2": 15000,
        "core.rowCount": 43,
        "die.size.y_um": 122,
        "die_w_um": 122,
    },
    "cells_and_area": {
        "seqCellArea_um2": 2410,
        "drive_gt1_share_pct": 9.57,
        "layout.cells.non_filler": 619,
        "lay_top_count": "dfrtp_1",
        "area_growth_pct": 16.4,
        "nFillCells": 1334,
        "mostFrequentLayoutCells": "dfrtp_1, nor2_1, nand2_1, xnor2_1, a22o_1",
        "logic_area_um2": 1780,
    },
    "synthesis": {
        "avgSynthCellArea_um2": 10.4,
        "adder_share_pct": 2.01,
        "ys_types": 57,
        "netlist_logic_family_top": "simple AND/OR/NAND/NOR gates",
        "xor_share_pct": 6.03,
        "async_flop_share_pct": 90.9,
        "ys_cells": 417,
        "synth_flops": 99,
        "syn_area_um2": 4350,
        "simple_gate_share_pct": 20.2,
        "yosysChipArea_um2": 4350,
        "ys_sh_mux_pct": 2.36,
        "synth-compound-area-share_pct": 10.3,
        "synth-edff-count": 1,
        "synth_warnings": 2,
        "synthCells": 417,
        "ys.flop_type": "dfrtp_1",
    },
    "drt": {
        "drc_errors": 0,
        "drtIter0Drc": 184,
        "wl_per_cell_um": 13.1,
        "via_count": 3061,
        "drt.antenna.violating_nets": 0,
        "diodes": 0,
        "routed_wl_um": 8120,
        "viasPerCell": 4.95,
        "drt_pass1_iterations": 4,
    },
    "setup_path": {
        "worstReg2RegEnd": "rx.baud_clk_cnt[15]",
        "cp-endpoint": "rx.baud_clk_cnt[15]",
        "crit_path_start_kind": "flip-flop",
        "crit_required_ns": 3.40,
        "critical_path.endpoint_type": "flip-flop",
        "crit_start": "rx.baud_clk_cnt[0]",
        "rr_worst_depth": 5,
        "r2r-start": "rx.baud_clk_cnt[0]",
        "rrSetupSlack_ns": 0.67,
        "crit_type": "reg2reg",
        "crit_path_max_fanout": 14,
        "cp_data_arrival_time_ns": 2.72,
    },
    "placed_design": {
        "gp_congestion": 0.854,
        "portBuffers": 21,
        "dp_hpwl_um": 5420,
        "dp_cells": 603,
    },
    "pwr": {
        "vdd.ir_drop.worst_uv": 186,
        "power_density_nw_per_um2": 468,
        "cellLeakagePower_uw": 0.00215,
    },
    "clock_network": {
        "clock.latency.late_pin_ns": 0.34,
        "cts_tree": "yes",
        "cts_setup_buffers": 0,
        "numCtsBuffers": 9,
        "cts.clk_slew.worst_paths_ns": 0.06,
        "cts_buffer_depth": 2,
        "cts_hold_buf": 0,
        "cts-htree-levels": 3,
        "cts-root-buf": "clkbuf_16",
        "cts_resized": 0,
    },
    "final_timing": {
        "tns_ns": 0,
        "finalClockSkew_ns": 0.00491,
        "slew_violations": 0,
        "setup_viol": 0,
        "unconstrained_endpoints": 16,
        "relSlewSlack_pct": 49.0,
        "finalHoldViolations": 0,
        "fmaxAchievable_mhz": 396,
        "rsz0062_at_grt": "no",
        "worst_slew_pin_slew_ns": 0.765,
        "unclocked_pins": 8,
        "min_period_ns": 2.53,
        "finalCritPeriodShare_pct": 78.9,
    },
    "min_path": {
        "min_path_type": "in2async",
    },
    "global_route": {
        "grt-ovfl-total": 0,
        "grt_pass1_wl_um": 14600,
        "grt_max_degree": 49,
        "grt_pass1_vias": 2998,
        "antenna_found_initial": 0,
        "grt_usage_pct": 12.1,
    },
    "run_status": {
        "outcome": "finished, final reports clean",
    },
    "flow_run": {
        "warnings": 27,
        "maxCapViolCount": 0,
    },
}
-- worst min path at each step --
stage	from	to	slack, ns	cells past startpoint
final	rst_n	tx.baud_clk_cnt[8]	0.29	1
after global routing	rst_n	tx.baud_clk_cnt[8]	0.34	1
after CTS	rst_n	tx.baud_clk_cnt[14]	0.32	1
-- critical path: stages, from the launching register on --
cell,delay [ns]
dfrtp_1,0.41
ha_1,0.25
or4b_2,0.59
or4_1,0.58
nand2_1,0.45
nor2_1,0.11
-- logic make-up (layout without fill, tap and decap cells) --
logic type / Yosys count / count (layout)
simple gates: 173 / 173
flops: 91 / 91
compound gates: 60 / 60
buf+inv: 38 / 60
xor+xnor: 30 / 30
mux: 10 / 10
latches: 8 / 8
fa+ha+maj: 7 / 7
-- per-stage QoR --
| step | hold WS [ns] | utilization [%] | total power (uW) | setup WS, ns | instance area (um^2) |
|---|---|---|---|---|---|
| global route | 0.341 | 36.1 | 2460 | 0.492 | 5070 |
| floorplan | 0.344 | - | 1190 | 1.03 | 4350 |
| finish | 0.289 | 36.1 | 2370 | 0.675 | 5070 |
| CTS | 0.320 | 36.1 | 2410 | 0.673 | 5070 |
| detailed placement | 0.356 | 33.7 | 1230 | 0.696 | 4730 |
| global placement | 0.355 | 33.7 | 1230 | 0.790 | 4730 |
-- routing by layer --
| layer | GRT usage [%] | share of wire, % |
|---|---|---|
| met1 | 20.3 | 51 |
| met2 | 17.8 | 45 |
| met3 | 1.52 | 2.4 |
| met4 | 1.52 | 1.2 |
| met5 | 0 | 0 |
-- registers in the layout (all words and copies together) (netlist names), 4 cells and up --
| name | cells |
|---|---|
| rx.baud_clk_cnt | 16 |
| rx.receive_bits_cnt | 4 |
| tx.baud_clk_cnt | 16 |
| rx.receive_start | 8 |
| rx.next_state | 4 |
| tx.curr_state | 4 |
| rx.curr_state | 4 |
| tx.transmit_bits_cnt | 4 |
| tx.next_state | 4 |
| rx.inter_data_receive | 8 |
| tx.inter_data_transmit | 8 |
| rx.o_rx_data | 8 |
-- cell usage after synthesis (7+ instances only) --
library cell,number,area (um^2)
nand2_1,35,131
dlxtn_1,8,120
o31ai_1,7,52.6
mux2i_1,8,80.1
nand4_1,11,68.8
nor3_1,14,70.1
xnor2_1,23,201
dfstp_2,10,263
a21oi_1,8,40.0
clkbuf_1,13,48.8
nor4_1,13,81.3
nand3_1,18,90.1
a22o_1,21,184
ha_1,7,87.6
nor2_1,53,199
inv_1,19,71.3
xor2_1,7,61.3
dfrtp_1,80,2000
-- power breakdown --
group | leakage (uW) | switching, uW | total [uW] | internal, uW
registers | 0.00126 | 3.63 | 1160 | 1160
logic | 0.000733 | 31.7 | 48.9 | 17.2
clock network | 0.000162 | 435 | 1160 | 729
-- layout make-up --
cell class	count	share of cell area (%)
Clock buffer	11	4.99
Inverter	19	1.41
Timing Repair Buffer	25	4.69
Tap cell	180	4.44
Clock inverter	5	1.68
Sequential cell	99	47.6
Multi-Input combinational cell	280	35.2
Power figures rest on the tool's default switching activity, not on a simulated workload.
